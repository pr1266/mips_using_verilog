$ cat run.sh
#!/bin/bash
# OpenROAD 26Q1-2900-gdf79404cd8, Yosys 0.63+post, stock flow scripts
make -C /OpenROAD-flow-scripts/flow DESIGN_CONFIG=/design/flow/config.mk WORK_HOME=/design/flow/orfs finish
$ cat config.mk
export PLATFORM = sky130hd
export DESIGN_NAME = mux32bit2to1
export DESIGN_NICKNAME = mux32bit2to1
export VERILOG_FILES = /design/flow/design.v
export SDC_FILE = /design/flow/constraint.sdc
export NUM_CORES = 4
export LEC_CHECK = 1
export CORE_AREA = 10 10 88 88
export DIE_AREA = 0 0 98 98
export SYNTH_HDL_FRONTEND = slang
$ cat constraint.sdc
current_design mux32bit2to1

set clk_period 1.1
set clk_io_pct 0.2

create_clock -name clk0 -period $clk_period [get_ports {clk}]

set non_clock_inputs [all_inputs -no_clocks]
set_input_delay [expr $clk_period * $clk_io_pct] -clock clk0 $non_clock_inputs
set_output_delay [expr $clk_period * $clk_io_pct] -clock clk0 [all_outputs]
$ cat design.v
`timescale 1ns / 1ps
module mux32bit2to1(input clk, 
						input select, 
						input [31:0] first, 
						input [31:0] second, 
						output reg [31:0] out);
always @(posedge clk)
begin
	out = select ? first : second;
end
endmodule 
==> results.py <==
# Auto-generated metrics
metrics = {
    "global_routing": {
        "met2_usage_pct": 11.9,
        "global_route.peak_usage_layer": "met2",
        "grt_max_degree": 18,
        "antenna_violations_before_repair": 0,
        "aggregate_global_routing_overflow": 0,
        "grt_util_all_layers_pct": 7.22,
        "first_global_vias": 973,
        "wire_length_of_the_first_global_routing_pass_um": 5600,
        "gr_util_met1_pct": 8.42,
        "grt_use_met3_pct": 3.49,
    },
    "setup_path": {
        "worstSetupStartpoint": "out[5]",
        "slowest_delay_ns": 0.31,
        "path_max_fanout": 1,
        "kind_of_cell_with_the_highest_combined_delay_on_the_critical_path": "flip-flops",
        "worstPathArrival_ns": 0.83,
        "critical_path.n_buffers_inverters": 1,
        "critical_path_s_slowest_cell": "sky130_fd_sc_hd__dfxtp_2",
        "timing.critical_path.cells": "dlygate4sd2_1",
        "timing.critical_path.required_ns": 0.88,
        "critPathKind": "reg -> out",
        "setup.worst_path.end_class": "output port",
        "critPathLaunchType": "register",
    },
    "cells_and_area": {
        "post_route_cells_drive_above_1_share_pct": 26.7,
        "area.growth.synth_to_final_pct": 93.7,
        "postLayoutCoreUtil_pct": 38.8,
        "largest_reg_flops": 32,
        "filler_cell_count": 573,
    },
    "clock_network": {
        "cts_made_buffers": 5,
        "cts_tree": "yes",
        "cts.sink_count": 32,
        "clock_input_transition_at_the_sequential_cells_of_the_worst_setup_and_hold_paths_ns": 0.07,
        "postCtsSetupBuffers": 0,
        "hold_fix_buffers_at_cts": 0,
        "clock-root-buffer": "sky130_fd_sc_hd__clkbuf_8",
        "h-tree-depth": 2,
        "clock_path_buffers": 2,
        "cts_resized": 35,
    },
    "synth": {
        "yosys.stat.chipArea_sq_um": 1180,
        "syn_avg_cell_area_sq_um": 17.4,
        "ys_seq_share_pct": 54.1,
        "distinct_cell_type_count_after_synthesis": 5,
        "synthesis.yosys.warnings": 0,
        "postSynthCellCount": 68,
        "synth_area_sq_um": 1180,
        "postSynthRegisterBits": 32,
        "yosys_cells": 68,
    },
    "pwr": {
        "ir_drop_uv": 568,
        "power.leakage_nw": 1.02,
        "report.power.total_w": 0.00291,
        "power_density_nw_per_um2": 1270,
    },
    "placement": {
        "port_buffers": 97,
        "hpwl_after_dpl_um": 3050,
        "routabilityCongestion": 0.741,
    },
    "detailed_routing": {
        "detail-route-antenna-nets": 0,
        "route.detailed.wl_per_inst_um": 14.6,
        "first_pass_iters": 3,
        "drt_drc_violations_left": 0,
        "detailroute.via_count": 884,
        "routed_wirelength_um": 3610,
        "n_antenna_cell": 0,
        "via_per_inst": 3.58,
        "drt_iter0_drc": 11,
    },
    "floorplanning": {
        "num_io_pins": 98,
        "fp.coreArea_sq_um": 5920,
        "die_x_um": 98,
        "design.die.area_sq_um": 9600,
        "core_util_floorplan_pct": 20.0,
        "die_height_um": 98,
        "row_count": 28,
    },
    "timing": {
        "fin_setup_tns_ns": 0,
        "grt_setup_unrepaired": "false",
        "period_used_pct": 95.5,
        "finalMaxSlewViolations": 0,
        "timing.final.setup_violations": 0,
        "worst_pin_slew_ns": 0.169,
        "max_freq_mhz": 952,
        "max-slew-margin-rel_pct": 88.7,
        "timing.final.crit_period_ns": 1.05,
        "finalHoldViolCount": 0,
    },
    "run_status": {
        "run_status": "completed",
    },
    "job": {
        "warnings": 25,
        "maxCapViolations": 0,
    },
    "min_path": {
        "holdCritPathClass": "in -> reg",
        "worst_hold_startpoint": "select",
    },
}
per-layer routing:
metal,vias to the layer above,share of wire [%],wire length (um)
li1,437,-,-
met2,50,49,1760
met5,-,0,0
met4,0,1.1,40
met3,5,11,394
met1,392,39,1410
stage by stage:
step / instance area [sq um] / worst slack [ns] / cells / hold WS, ns
2_1_floorplan: 1180 / 0.218 / 68 / 0.363
3_3_place_gp: 2220 / 0.0370 / 239 / 0.604
3_5_place_dp: 2220 / 0.0508 / 239 / 0.619
4_1_cts: 2290 / 0.0128 / 247 / 0.320
5_1_grt: 2290 / 0.00200 / 247 / 0.335
6_report: 2290 / 0.0492 / 247 / 0.328
Yosys cell counts, drive strengths merged:
cell   number  area, sq um
buf         4         71.3
dfxtp      32          641
mux2       32          473
path summary, 6_finish.rpt:
kind / endpoint / slack [ns] / cells past startpoint
worst max-delay path: out[5] / 0.05 / 1
worst min-delay path: out[29] / 0.33 / 2
kinds of logic after synthesis:
family	synth area share, %
buffers and inverters	6.02
flip-flops	54.1
multiplexers	39.9
final cells by class:
| cell class | count | area, sq um | share of cell area (%) |
|---|---|---|---|
| multi-input cells | 32 | 473 | 20.6 |
| clock inverters | 2 | 35.0 | 1.53 |
| repair buffers | 100 | 976 | 42.5 |
| flip-flops and latches | 32 | 644 | 28.1 |
| clock buffers | 6 | 72.6 | 3.16 |
| well taps | 75 | 93.8 | 4.09 |
cell usage in the layout (no fill, tap or decap):
master	count
sky130_fd_sc_hd__clkbuf_1	1
sky130_fd_sc_hd__mux2_2	2
sky130_fd_sc_hd__clkdlybuf4s15_1	2
sky130_fd_sc_hd__buf_2	1
sky130_fd_sc_hd__buf_12	2
sky130_fd_sc_hd__dlygate4sd2_1	30
sky130_fd_sc_hd__buf_4	1
sky130_fd_sc_hd__clkdlybuf4s50_1	64
sky130_fd_sc_hd__clkbuf_8	5
sky130_fd_sc_hd__mux2_4	30
sky130_fd_sc_hd__clkinv_2	1
sky130_fd_sc_hd__dfxtp_1	29
sky130_fd_sc_hd__dfxtp_2	3
sky130_fd_sc_hd__bufinv_16	1
report_power, final:
group | internal (W) | total, W | switching [W]
Combinational | 0.000431 | 0.000532 | 0.000101
Sequential | 0.00125 | 0.00127 | 0.0000211
Clock | 0.000672 | 0.00110 | 0.000433
Total | 0.00236 | 0.00291 | 0.000555
Power and IR drop assume default switching activity.
