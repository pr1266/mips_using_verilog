==> ./constraint.sdc <==
current_design incrementer32bit

set clk_period 7.2
set clk_io_pct 0.2

create_clock -name clk0 -period $clk_period [get_ports {clk}]

set non_clock_inputs [all_inputs -no_clocks]
set_input_delay [expr $clk_period * $clk_io_pct] -clock clk0 $non_clock_inputs
set_output_delay [expr $clk_period * $clk_io_pct] -clock clk0 [all_outputs]
==> ./design.v <==
`timescale 1ns / 1ps
module incrementer32bit(input clk, output reg [31:0] counter);
always @(posedge clk)
begin
	counter = counter + 1;
end
endmodule
==> ./config.mk <==
export PLATFORM = sky130hd
export DESIGN_NAME = incrementer32bit
export DESIGN_NICKNAME = incrementer32bit
export VERILOG_FILES = /design/flow/design.v
export SDC_FILE = /design/flow/constraint.sdc
export NUM_CORES = 4
export LEC_CHECK = 1
export CORE_UTILIZATION = 30
export SYNTH_HDL_FRONTEND = slang
==> ./run.sh <==
#!/bin/bash
# OpenROAD 26Q1-2900-gdf79404cd8, Yosys 0.63+post, stock flow scripts
make -C /OpenROAD-flow-scripts/flow DESIGN_CONFIG=/design/flow/config.mk WORK_HOME=/design/flow/orfs finish
==> run summary <==
flow finished, numbers: Placeable Area 4120 sq um, share of layout cells above drive strength 1 0.0988, final setup skew 6.31 ps, Max Cap Viol 0, Slew @ Worst Pin 566 ps, Top-area cell share 0.486, Post-CTS Hold Fix Bufs 0, largest net degree at the start of global routing 12, CP max stage cell clkdlybuf4s50_1, area leader, netlist dfxtp_1, clk slew on worst S/H paths 60 ps, post-layout power 0.303 mW, Resized Gates After CTS 0, Post-synth EDFFs 0, count leader, synth dfxtp_1, H-tree depth 2, Setup TNS 0 ps, max reg flops 32, CP startpoint counter[2], Required @ worst endpoint 5760 ps, gr usage total 0.120, Final Wtd Congestion 0.715, Mapped Area 1320 sq um, Pleak 0.700 nW, std cell rows 23, Critical Path Fanout Max 6, ys async rst share 0, Insertion Delay late pin 270 ps, R2R depth 5, Pre-antenna DRT Iters 4, Worst Hold Endpoint counter[0], r2r startpoint counter[0], min cycle time layout 2650 ps, clock sinks 32, RSZ-0062 raised after global routing no, Worst Setup End Kind output pin, Fmax 378 MHz, HPWL after DPL 1700 um, Port-buffer cells 32, Worst R2R End counter[24], Avg Inst Size Synth 10.4 sq um, Die W 68.3 um, Hold Path Stages 1, FF-to-FF setup slack 5360 ps, worst path buffer plus inverter count 1, Root Driver clkbuf_8, Top delay family on crit path buffers and inverters, post-synthesis cell count from yosys 127, Worst Hold Class register to register, Cell area leaders dfxtp_1, xor2_1, xnor2_1, nor4_2, nand3_1, DR iter-0 viols 49, # DRC 0, Synth cell types 24, Final Slew Violations 0, Seq share, synth 0.486, hold path startpoint counter[0], VDD IR-drop max 0.0000864 V, count of final hold-check violations 0, GRT overflow 0, TritonCTS Buffers 5, fp_density 0.320, Final setup viols 0, first-pass GRT wire length 4220 um, # diodes 0, CP Class register to output pin, Commonest cells post-synth dfxtp_1, xor2_1, nand3_1, xnor2_1, nand2_1, Vias/cell 4.70, Final period util 0.368, Final ANT Viol Nets 0, Cells after Synth 127, worst endpoint data arrival time 1210 ps, CTS Buffer Depth 2, Finished Core Util 0.426, vias in the first global route 936, CP startpoint kind register, warnings from Yosys 0, # fillers 380, worst-path cell chain clkdlybuf4s50_1, post-CTS setup buffer count 0, Top FF cell, synth dfxtp_1, CP peak stage delay 500 ps, Die Height 68.3 um, Chip Area 4660 sq um, OpenROAD warnings 25, YS chip area 1320 sq um, run status completed, antenna violations before repair 0, Pwr per Cell Area 173 nW/um^2, via count 996, Routed WL 2460 um, Top-Level Pins 33, synth-to-layout area growth 33.0%, Yosys reg bits 32, CTS tree done, Routed wire per std cell 11.6 um, normalized max-slew margin 0.621
cells in the final DEF, fill, tap and decap left out, drive strengths merged, types with 5 or more instances in the layout:
cell	instances
nand2	9
dfxtp	32
xor2	20
xnor2	10
nand3	12
nor4	10
clkbuf	6
nor2	6
inv	5
clkdlybuf4s50	32
area by class of cell:
class | instances | area, sq um | share of cell area
clock buffer | 6 | 72.6 | 0.0414
tap | 50 | 62.6 | 0.0357
timing repair buffer | 32 | 320 | 0.183
clock inverter | 1 | 5.00 | 0.00285
multi-input combinational | 86 | 634 | 0.362
sequential | 32 | 641 | 0.365
inverter | 5 | 18.8 | 0.0107
cells by family (layout without fill, tap and decap cells):
logic type / Yosys count / in the layout / share of synthesized area
flip-flops: 32 / 32 / 0.486
buffers and inverters: 9 / 44 / 0.0332
adder cells (fa/ha/maj): 1 / 1 / 0.00949
AND/OR/NAND/NOR: 55 / 55 / 0.272
XOR/XNOR: 30 / 30 / 0.199
through the flow:
| step | cells | setup WS (ps) | hold WS [ps] | area [sq um] |
|---|---|---|---|---|
| 3_5_place_dp | 205 | 4850 | 429 | 1680 |
| 5_1_grt | 212 | 4470 | 477 | 1750 |
| 4_1_cts | 212 | 4540 | 445 | 1750 |
| 3_3_place_gp | 205 | 4860 | 423 | 1680 |
| 2_1_floorplan | 127 | 5390 | 394 | 1320 |
| 6_report | 212 | 4550 | 447 | 1750 |
metal layers:
metal	wire, um	vias to the layer above	GRT usage
met3	149	4	0.0287
met4	28	0	0.0234
met1	1220	459	0.175
met5	0	-	0
li1	-	503	-
met2	1060	30	0.181
power by group:
group | internal, mW | leakage (nW) | switching [mW]
Combinational | 0 | 0.401 | 0
Sequential | 0.177 | 0.258 | 0
Clock | 0.0656 | 0.0410 | 0.0603
Total | 0.243 | 0.700 | 0.0603
worst max path at each step:
stage | end | slack (ps) | cells after the start
after CTS | counter[2] | 4540 | 1
after global routing | counter[2] | 4470 | 1
final | counter[2] | 4550 | 1
Power figures rest on the tool's default switching activity, not on a simulated workload.
